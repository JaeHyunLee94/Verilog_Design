## ./config.mk

```make
export PLATFORM = sky130hd
export DESIGN_NAME = top_clock
export DESIGN_NICKNAME = top_clock
export VERILOG_FILES = /design/flow/design.v
export SDC_FILE = /design/flow/constraint.sdc
export NUM_CORES = 4
export LEC_CHECK = 1
export CORE_UTILIZATION = 50
```

## ./constraint.sdc

```tcl
current_design top_clock

set clk_period 5.5
set clk_io_pct 0.2

create_clock -name clk0 -period $clk_period [get_ports {inclk}]

set non_clock_inputs [all_inputs -no_clocks]
set_input_delay [expr $clk_period * $clk_io_pct] -clock clk0 $non_clock_inputs
set_output_delay [expr $clk_period * $clk_io_pct] -clock clk0 [all_outputs]
```

## ./design.v

```verilog
module freq_div(rst, in_clk, sec_clk,min_clk,hour_clk);
  input in_clk, rst;
  output reg sec_clk,min_clk,hour_clk;
  reg [24:0]cnt_clk;
  reg [5:0] min_tmp;
  reg [5:0] hour_tmp;
  always@(posedge in_clk or negedge rst) begin
    if(!rst) begin
      sec_clk <= 0;
      cnt_clk <= 0;
    end
    else begin  
      cnt_clk <= cnt_clk+1;
      if(cnt_clk == 24999999)
        cnt_clk <=0;
      else if(cnt_clk==0)
        sec_clk = !sec_clk;     
    end
    end
    always@(posedge sec_clk or negedge rst) begin
    if(!rst) begin
      min_clk<=0;
      min_tmp<=0;
    end
    else begin  
      min_tmp <= min_tmp+1;
      if(min_tmp == 29)
        min_tmp <=0;
      else if(min_tmp==0)
        min_clk = !min_clk;     
    end
    end
    always@(posedge min_clk or negedge rst) begin
    if(!rst) begin
      hour_clk<=0;
      hour_tmp <= 0;
    end
    else begin  
      hour_tmp <= hour_tmp+1;
      if(hour_tmp == 29)
        hour_tmp <=0;
      else if(hour_tmp==0)
        hour_clk = !hour_clk;     
    end
  end 
endmodule
module hour_cnt(rst,inclk,hour_out);
    input rst,inclk;
    output reg[5:0] hour_out;
    reg[5:0] tmp;
    always@(posedge inclk or negedge rst) begin
        if(!rst) begin
            hour_out<=0;
            tmp<=0;
        end
        else begin
           if(tmp==23)begin
               tmp<=0;
           end
           else begin
               tmp<=tmp+1;
           end
           hour_out<=tmp;
        end
    end
endmodule   
module hour_conv(rst,hour_val,seg1,seg10);
    input rst;
    input [5:0] hour_val;
    output reg [6:0] seg1,seg10;
    reg [5:0] decimal_1,decimal_10;
   always @(hour_val)begin
       decimal_1<=hour_val%10;
       decimal_10<=hour_val/10;
   end
   always@(decimal_1,decimal_10) begin  
    case(decimal_1)
     4'b0000 : seg1 = 7'b1000000;
     4'b0001 : seg1 = 7'b1111001;
     4'b0010 : seg1 = 7'b0100100;
     4'b0011 : seg1 = 7'b0110000;
     4'b0100 : seg1 = 7'b0011001;
     4'b0101 : seg1 = 7'b0010010;
     4'b0110 : seg1 = 7'b0000010;
     4'b0111 : seg1 = 7'b1111000;
     4'b1000 : seg1 = 7'b0000000;
     4'b1001 : seg1 = 7'b0010000;
    endcase
    case(decimal_10)
     4'b0000 : seg10 = 7'b1000000;
     4'b0001 : seg10 = 7'b1111001;
     4'b0010 : seg10 = 7'b0100100;
     4'b0011 : seg10 = 7'b0110000;
     4'b0100 : seg10 = 7'b0011001;
     4'b0101 : seg10 = 7'b0010010;
     4'b0110 : seg10 = 7'b0000010;
     4'b0111 : seg10 = 7'b1111000;
     4'b1000 : seg10 = 7'b0000000;
     4'b1001 : seg10 = 7'b0010000;
    endcase
  end
endmodule  
module min_cnt(rst,inclk,min_out);
    input rst,inclk;
    output reg[5:0] min_out;
    reg[5:0] tmp;
    always@(posedge inclk or negedge rst) begin
        if(!rst) begin
            min_out<=0;
            tmp<=0;
        end
        else begin
           if(tmp==59)begin
               tmp<=0;
           end
           else begin
               tmp<=tmp+1;
           end
           min_out<=tmp;
        end
    end
endmodule   
module min_conv(rst,min_val,seg1,seg10);
    input rst;
    input [5:0] min_val;
    output reg [6:0] seg1,seg10;
    reg [5:0] decimal_1,decimal_10;
   always @(min_val)begin
       decimal_1<=min_val%10;
       decimal_10<=min_val/10;
   end
   always@(decimal_1,decimal_10) begin  
    case(decimal_1)
     4'b0000 : seg1 = 7'b1000000;
     4'b0001 : seg1 = 7'b1111001;
     4'b0010 : seg1 = 7'b0100100;
     4'b0011 : seg1 = 7'b0110000;
     4'b0100 : seg1 = 7'b0011001;
     4'b0101 : seg1 = 7'b0010010;
     4'b0110 : seg1 = 7'b0000010;
     4'b0111 : seg1 = 7'b1111000;
     4'b1000 : seg1 = 7'b0000000;
     4'b1001 : seg1 = 7'b0010000;
    endcase
    case(decimal_10)
     4'b0000 : seg10 = 7'b1000000;
     4'b0001 : seg10 = 7'b1111001;
     4'b0010 : seg10 = 7'b0100100;
     4'b0011 : seg10 = 7'b0110000;
     4'b0100 : seg10 = 7'b0011001;
     4'b0101 : seg10 = 7'b0010010;
     4'b0110 : seg10 = 7'b0000010;
     4'b0111 : seg10 = 7'b1111000;
     4'b1000 : seg10 = 7'b0000000;
     4'b1001 : seg10 = 7'b0010000;
    endcase
  end
endmodule  
module sec_cnt(rst,inclk,sec_out);
    input rst,inclk;
    output reg[5:0] sec_out;
    reg[5:0] tmp;
    always@(posedge inclk or negedge rst) begin
        if(!rst) begin
            sec_out<=0;
            tmp<=0;
        end
        else begin
           if(tmp==59)begin
               tmp<=0;
           end
           else begin
               tmp<=tmp+1;
           end
           sec_out<=tmp;
        end
    end
endmodule   
module sec_conv(rst,sec_val,seg1,seg10);
    input rst;
    input [5:0] sec_val;
    output reg [6:0] seg1,seg10;
    reg [5:0] decimal_1,decimal_10;
   always @(sec_val)begin
       decimal_1<=sec_val%10;
       decimal_10<=sec_val/10;
   end
   always@(decimal_1,decimal_10) begin  
    case(decimal_1)
     4'b0000 : seg1 = 7'b1000000;
     4'b0001 : seg1 = 7'b1111001;
     4'b0010 : seg1 = 7'b0100100;
     4'b0011 : seg1 = 7'b0110000;
     4'b0100 : seg1 = 7'b0011001;
     4'b0101 : seg1 = 7'b0010010;
     4'b0110 : seg1 = 7'b0000010;
     4'b0111 : seg1 = 7'b1111000;
     4'b1000 : seg1 = 7'b0000000;
     4'b1001 : seg1 = 7'b0010000;
    endcase
    case(decimal_10)
     4'b0000 : seg10 = 7'b1000000;
     4'b0001 : seg10 = 7'b1111001;
     4'b0010 : seg10 = 7'b0100100;
     4'b0011 : seg10 = 7'b0110000;
     4'b0100 : seg10 = 7'b0011001;
     4'b0101 : seg10 = 7'b0010010;
     4'b0110 : seg10 = 7'b0000010;
     4'b0111 : seg10 = 7'b1111000;
     4'b1000 : seg10 = 7'b0000000;
     4'b1001 : seg10 = 7'b0010000;
    endcase
  end
endmodule  
module top_clock(
    rst,inclk,
    sec_seg1,sec_seg10,
    min_seg1,min_seg10,
    hour_seg1,hour_seg10
);
input rst,inclk;
output wire [6:0] sec_seg1,sec_seg10;
output wire [6:0] min_seg1,min_seg10;
output wire [6:0] hour_seg1,hour_seg10;
wire sec_clk,min_clk,hour_clk;
freq_div freq_(rst,inclk,sec_clk,min_clk,hour_clk);
top_secseg second_seg(rst,sec_clk,sec_seg1,sec_seg10);
top_minseg minute_seg(rst,min_clk,min_seg1,min_seg10);
top_hourseg hour_seg(rst,hour_clk,hour_seg1,hour_seg10);
endmodule  
module top_hourseg(rst,inclk,seg1,seg10);
    input rst,inclk;
    output wire [6:0] seg1,seg10;
    wire [5:0] sec_val;
    hour_cnt counter(rst,inclk,sec_val);
    hour_conv converter(rst,sec_val,seg1,seg10);
endmodule  
module top_minseg(rst,inclk,seg1,seg10);
    input rst,inclk;
    output wire [6:0] seg1,seg10;
    wire [5:0] sec_val;
    min_cnt counter(rst,inclk,sec_val);
    min_conv converter(rst,sec_val,seg1,seg10);
endmodule  
module top_secseg(rst,inclk,seg1,seg10);
    input rst,inclk;
    output wire [6:0] seg1,seg10;
    wire [5:0] sec_val;
    sec_cnt counter(rst,inclk,sec_val);
    sec_conv converter(rst,sec_val,seg1,seg10);
endmodule  
```

## ./run.sh

```bash
#!/bin/bash
# OpenROAD 26Q1-2900-gdf79404cd8, Yosys 0.63+post, stock flow scripts
make -C /OpenROAD-flow-scripts/flow DESIGN_CONFIG=/design/flow/config.mk WORK_HOME=/design/flow/orfs finish
```

==> job_summary.md <==
## Implementation flow summary

| Metric | Value |
|---|---|
| Status | `complete, no violations` |
| Flop-to-flop setup slack | `~3.5 ns` |
| Number of enable flip-flop cells | `0` |
| Die Area | `~13000 µm²` |
| Worst Reg-to-Reg Cells | `7` |
| Iteration count of the initial detailed-routing pass | `4` |
| Post-placement cell area | `6790 µm²` |
| Core Area | `approximately 12000 µm²` |
| Tmin final | `2.00 ns` |
| Dominant comb cell | `simple AND/OR/NAND/NOR gates` |
| GR Overflow Total | `0` |
| Initial antenna violation count | `0` |
| Yosys stat area | `approximately 6200 µm²` |
| Comb. cell area | `~3500 µm²` |
| First-pass GRT wire length | `a little under 20 mm` |
| Critical path cell sequence | `ha_1 > nand3_1 > nor2_1 > and3_1 > a21oi_1 > o21ai_0 > o21ai_0` |
| Slew @ Worst Pin | `approximately 0.7 ns` |
| Setup crit end kind | `flop` |
| Layout Utilization | `0.571` |
| FFs w/ async S/R, synth | `0.644` |
| CP max-delay cell | `and3_1` |
| CP delay by family, top | `simple AND/OR/NAND/NOR gates` |
| Max_slew headroom | `0.532` |
| Rows | `40` |
| Gr usage total | `0.183` |
| Pwr Density | `60.1 nW/µm²` |
| Core Util at FP | `0.514` |
| Endpoints left unconstrained | `between 100 and 150` |
| CP max stage delay | `approximately 0.6 ns` |
| Max_cap viols | `0` |
| Drt drc | `0` |
| Cell Area, Synth | `approximately 6200 µm²` |
| Vias in the first global route | `about 4300` |
| WL/cell | `approximately 12 µm` |
| Share of cells above drive strength 1 | `0.0613` |
| Crit path DRT | `5.64 ns` |
| H-tree depth | `1` |
| Ant. Diodes | `0` |
| Area leader share | `0.307` |
| MUX share of area | `0.0204` |
| Top Layout Cells | `dfrtp_1, nand2_1, nor2_1` |
| Hold-fix buffers, CTS | `0` |
| DP Worst Slack | `~3.3 ns` |
| Xor/xnor share of the synthesized area | `0.0650` |
| Mapped Cells | `about 700` |
| Fillers | `roughly 1100` |
| CTS tree | `built` |
| Wirelength, routed | `between 10 and 15 mm` |
| Cycle use final | `0.364` |
| P_leak | `about 0.0030 µW` |
| Via density | `approximately 5.4` |
| Peak supply drop | `between 200 and 250 µV` |
| Avg Cell Area, Syn | `slightly below 9 µm²` |
| I/O pins | `between 40 and 50` |
| Clock slew at reported path FFs | `0.06 ns` |
| Total power | `just over 400 µW` |
| CTS resizes | `0` |
| Clk buf depth | `2` |
| Register pins left without a clock | `~92` |
| CP arrival | `~2.1 ns` |
| DR vias | `a little under 5000` |
| Worst path depth | `7` |
| Worst setup SP type | `flop` |
| FF+latch area | `roughly 2500 µm²` |
| RSZ-0062 raised after global routing | `false` |
| Worst-path maximum fanout | `16` |
| Final Skew | `roughly 0.0042 ns` |
| Adder Share, Synth | `0.0452` |
| Die height | `about 110 µm` |
| Final Hold Vio Count | `0` |
| Cell area leaders | `dfrtp_1, dlxtn_1, xnor2_1, ha_1, nand2_1` |
| Number of DRC markers in iteration 0 | `between 300 and 400` |
| Final weighted congestion in routability-driven placement | `between 0.8 and 0.9` |
| Clock latency on the worst-skew pair | `approximately 0.26 ns` |
| Dominant synthesized flop cell | `dfrtp_1` |
| Root Driver | `clkbuf_16` |
| Setup CP Type | `reg -> reg` |
| Design Area, Final | `approximately 6900 µm²` |
| Tool Warnings | `34` |
| Worst path bufs/invs | `0` |
| Ys Warns | `7` |
| Ao+oa area frac | `0.187` |
| Most numerous cell on the critical path | `o21ai_0` |
| Postcts setup bufs | `0` |
| Yosys cell count | `between 600 and 700` |
| Hold depth | `1` |
| PortBufs | `43` |
| CTS buffer count | `3` |
| Setup_tns | `0 ns` |
| Fmax | `500 MHz` |
| Die X | `roughly 110 µm` |
| HP Class | `reg -> reg` |
| Cell type with the largest total area | `dfrtp_1` |
| Commonest Layout Cell | `dfrtp_1` |
| Final Max Slew Viols | `0` |
| Hpwl dp | `approximately 8 mm` |
| Area Growth Syn to Fin | `11.3%` |
| Largest net degree at the start of global routing | `52` |
| Yosys simple share | `0.235` |
| Distinct lib cells | `a little under 90` |
| Final setup fails | `0` |
| Flops after synth | `118` |
| Antenna viol nets, final | `0` |
| Worst setup margin | `around 3.5 ns` |
==> layer usage <==
layer	routed length, µm	vias to the layer above	share of wire	global-route usage
li1	-	2538	-	-
met1	5670	2261	0.53	0.312
met2	4850	67	0.45	0.283
met3	255	2	0.024	0.0115
met4	14	0	0.0013	0.00263
met5	0	-	0	0
==> logic make-up (layout without fill, tap and decap cells) <==
logic type / Yosys count / in the layout
buf+inv: 54 / 76
simple gates: 280 / 280
mux: 12 / 12
latches: 42 / 42
fa+ha+maj: 23 / 23
compound gates: 158 / 158
flops: 76 / 76
other cells: 1 / 21
xor+xnor: 46 / 46
==> sequential cells by signal, indices dropped and copies added, names as in the netlist <==
name                        flops
minute_seg.converter.seg10      7
second_seg.converter.seg1       7
hour_seg.counter.tmp            6
second_seg.converter.seg10      7
freq_.sec_clk                   1
freq_.hour_clk                  1
freq_.min_tmp                   6
freq_.min_clk                   1
freq_.cnt_clk                  25
hour_seg.converter.seg1         7
second_seg.counter.sec_out      6
freq_.hour_tmp                  6
minute_seg.counter.tmp          6
second_seg.counter.tmp          6
minute_seg.counter.min_out      6
hour_seg.counter.hour_out       6
minute_seg.converter.seg1       7
hour_seg.converter.seg10        7
==> per-stage QoR <==
stage / hold WS (ns) / std cells
floorplan: 0.455 / 712
global placement: 0.471 / 898
detailed placement: 0.481 / 898
CTS: 0.490 / 902
global route: 0.527 / 902
finish: 0.488 / 902
==> cells in the mapped netlist, types with 3 or more instances <==
library cell,count
o31ai_1,3
o31ai_4,3
mux2_2,5
o21ai_2,3
a21oi_1,30
a31o_2,3
nand3_1,38
and2_1,6
or2_2,3
clkbuf_1,15
nand3b_1,4
nand2_1,64
nand4_1,12
or3_1,3
a22o_1,3
o22ai_1,7
dlxtn_1,42
xor2_1,16
ha_1,20
o211ai_1,8
a211o_1,5
buf_4,4
maj3_1,3
o21ai_1,6
nor4_1,11
o21a_1,4
nor3b_1,4
a211oi_2,4
and3_1,9
nor4b_1,4
nand2b_1,19
dfrtp_1,76
buf_2,5
xnor2_1,30
nor2b_1,13
a21o_1,4
o21ai_0,38
nor2_1,57
mux2i_1,7
nor3_1,17
inv_1,26
==> worst register-to-register path, cell delays in order, from the launching register on <==
cell and delay, ns:
dfrtp_1 0.39, ha_1 0.20, nand3_1 0.14, nor2_1 0.23, and3_1 0.59, a21oi_1 0.09
o21ai_0 0.16, o21ai_0 0.10
==> final timing paths <==
check | startpoint | endpoint
max | freq_.cnt_clk[0] | freq_.cnt_clk[14]
min | freq_.cnt_clk[0] | freq_.cnt_clk[0]
max reg2reg | freq_.cnt_clk[0] | freq_.cnt_clk[14]
min reg2reg | freq_.cnt_clk[0] | freq_.cnt_clk[0]
max in group asynchronous | rst | freq_.sec_clk
min in group asynchronous | rst | freq_.cnt_clk[8]
==> report_power, final <==
group	leakage (µW)	internal (µW)	total, µW	switching (µW)
clock	0.0000511	145	206	61.5
combinational	0.00165	0.696	12.0	11.3
sequential	0.00128	196	196	0
==> final cells by class <==
type                            count  share of cell area
Multi-Input combinational cell    540               0.509
Sequential cell                   118               0.367
Timing Repair Buffer               44              0.0628
Tap cell                          168              0.0305
Inverter                           28              0.0153
Clock buffer                        3              0.0109
Clock inverter                      1             0.00436
Power and IR drop assume default switching activity.
