===== flow/run.sh =====
#!/bin/bash
# OpenROAD 26Q1-2900-gdf79404cd8, Yosys 0.63+post, stock flow scripts
make -C /OpenROAD-flow-scripts/flow DESIGN_CONFIG=/design/flow/config.mk WORK_HOME=/design/flow/orfs finish

===== flow/config.mk =====
export PLATFORM = sky130hd
export DESIGN_NAME = sync_counter
export DESIGN_NICKNAME = sync_counter
export VERILOG_FILES = /design/flow/design.v
export SDC_FILE = /design/flow/constraint.sdc
export NUM_CORES = 4
export LEC_CHECK = 1
export CORE_UTILIZATION = 30

===== flow/constraint.sdc =====
current_design sync_counter

set clk_period 3.1
set clk_io_pct 0.2

create_clock -name clk0 -period $clk_period [get_ports {clk}]

set non_clock_inputs [all_inputs -no_clocks]
set_input_delay [expr $clk_period * $clk_io_pct] -clock clk0 $non_clock_inputs
set_output_delay [expr $clk_period * $clk_io_pct] -clock clk0 [all_outputs]

===== flow/design.v =====
module cnt0(out0,clk,rst);
    input clk,rst;
    output reg[3:0] out0;
    always @(posedge clk or negedge rst) begin
       if(!rst) begin
           out0<=4'b0000;
       end 
       else if(out0==9) begin
           out0<=4'b0000;
       end
       else begin
           out0<=out0+1;
       end
    end
endmodule  
module cnt1(out1,clk,rst);
    input clk,rst;
    output reg[3:0] out1;
    reg[3:0] tmp2;
    always @(posedge clk or negedge rst) begin
        if(!rst) begin
            out1<=0;
            tmp2<=0;
        end
        else if(tmp2==9)begin
            if(out1==9) begin
                out1<=0;
                tmp2<=0;
            end
            else begin
            out1<=out1+1;
            tmp2<=0;
            end
        end
        else tmp2<=tmp2+1;
    end
endmodule  
module cnt2(out2,clk,rst);
    input clk,rst;
    output reg[3:0] out2;
    reg[7:0] tmp2;
    always @(posedge clk or negedge rst) begin
        if(!rst) begin
            out2<=0;
            tmp2<=0;
        end
       else if(tmp2==99)begin
            if(out2==9) begin
                out2<=0;
                tmp2<=0;
            end
            else begin
            out2<=out2+1;
            tmp2<=0;
            end
        end
        else tmp2<=tmp2+1;
    end
endmodule  
module cnt3(out3,clk,rst);
    input clk,rst;
    output reg[3:0] out3;
    reg[10:0] tmp2;
    always @(posedge clk or negedge rst) begin
        if(!rst) begin
            out3<=0;
            tmp2<=0;
        end
        else if(tmp2==999)begin
            if(out3==9) begin
                out3<=0;
                tmp2<=0;
            end
            else begin
            out3<=out3+1;
            tmp2<=0;
            end
        end
        else tmp2<=tmp2+1;
    end
endmodule  
module sync_counter(out0,out1,out2,out3,clk,rst);
    input clk,rst;
    output [3:0] out0,out1,out2,out3;
    cnt0 cn0(out0,clk,rst);
    cnt1 cn1(out1,clk,rst);
    cnt2 cn2(out2,clk,rst);
    cnt3 cn3(out3,clk,rst);
endmodule 

==> impl_metrics.env <==
# physical design summary
export IMPL_run_status="completed"
export IMPL_maxSlewHeadroom=0.617
export IMPL_endpoint_kind="flop"
export IMPL_dr_first_iter_drc_count=40
export IMPL_core_region_area_sq_mm=0.00561
export IMPL_top_ports=18
export IMPL_horizontal_extent_of_the_die_um=78.9
export IMPL_global_route_usage_met3=0.0210
export IMPL_detail_route_first_pass_iterations=4
export IMPL_final_hold_viol_count=0
export IMPL_post_synth_most_frequent_cells="sky130_fd_sc_hd__dfrtp_1, sky130_fd_sc_hd__nand3_1, sky130_fd_sc_hd__nand2_1, sky130_fd_sc_hd__nor2_1, sky130_fd_sc_hd__xnor2_1"
export IMPL_hold_class="in2async"
export IMPL_finalClockPeriodUsage=0.660
export IMPL_cts_made_buffers=5
export IMPL_yosys_chip_area_sq_mm=0.00177
export IMPL_drc=0
export IMPL_clock_insertion_delay_worst_skew_ns=0.28
export IMPL_yosys_area_top_type_share=0.550
export IMPL_hold_buffers=0
export IMPL_most_common_cell="sky130_fd_sc_hd__dfrtp_1"
export IMPL_place_detailed_hpwl_um=1870
export IMPL_critical_path_reg2reg_endpoint="cn2.out2[1]"
export IMPL_placedCellCount=250
export IMPL_final_instance_count_excl_fill=258
export IMPL_timing_setup_critical_path_class="reg2reg"
export IMPL_globalRouteOverflowTotal=0
export IMPL_synth_yosys_seq_area_share=0.550
export IMPL_grt_util_met1=0.162
export IMPL_grt_pass1_wl_um=4990
export IMPL_synthesized_area_divided_by_synthesized_cell_count_sq_um=11.0
export IMPL_post_synth_instance_area_sq_mm=0.00177
export IMPL_dr_total_vias=1187
export IMPL_final_layout_size_suffix_gt1_frac=0.108
export IMPL_cts_repair_timing_setup_buffer_count=0
export IMPL_core_util_floorplan=0.316
export IMPL_count_of_warning_messages_emitted_by_the_tools=25
export IMPL_cts_max_path_buffers=2
export IMPL_grt_antenna_before_repair=0
export IMPL_rsz0062_at_grt="false"
export IMPL_worst_slack_after_detailed_placement_ns=1.07
export IMPL_peakVddDrop_v=0.000160
export IMPL_setup_viol=0
export IMPL_clkTransAtPathRegs_ns=0.07
export IMPL_fmaxAchievable_mhz=489
export IMPL_end_of_flow_core_utilization=0.376
export IMPL_post_synth_inst_count=161
export IMPL_grt_max_degree=27
export IMPL_critPathArrivalTime_ns=2.22
export IMPL_fin_crit_ns=2.05
export IMPL_slew_violations=0
export IMPL_yosys_most_used_dff="sky130_fd_sc_hd__dfrtp_1"
export IMPL_tritoncts="done"
export IMPL_final_setup_skew_ns=0.00397
export IMPL_wl_per_cell_um=10.6
export IMPL_rr_startpoint="cn2.tmp2[0]"
export IMPL_rr_worst_depth=6
export IMPL_viasPerCell=4.60
export IMPL_edf_count=0
export IMPL_cp_required_ns=3.27
export IMPL_place_congestion=0.731
export IMPL_worstPathMaxFanout=6
export IMPL_layout_area_overhead_vs_synth_pct=19.0
export IMPL_cts_resized=0
export IMPL_top_area_cell="sky130_fd_sc_hd__dfrtp_1"
export IMPL_worstSetupStartpointType="flop"
export IMPL_chipHeight_um=78.9
export IMPL_grt_busiest_layer="met1"
export IMPL_yosys_cells=161
export IMPL_drt_antenna_violating_nets=0
export IMPL_yosys_warnings=4
export IMPL_worst_r2r_setup_slack_ns=1.05
export IMPL_topCellsByArea="sky130_fd_sc_hd__dfrtp_1, sky130_fd_sc_hd__xnor2_1, sky130_fd_sc_hd__nand3_1"
export IMPL_ctsRootBufferMaster="sky130_fd_sc_hd__clkbuf_8"
export IMPL_totalNegativeSetupSlack_ns=0
export IMPL_total_leakage_power_nw=0.939
export IMPL_worst_pin_slew_ns=0.574
export IMPL_cts_htree_levels=2
export IMPL_antenna_cells=0
export IMPL_postSynthRegisterBits=39
export IMPL_clock_sinks=39
export IMPL_buffer_ports_inserted=17
export IMPL_power_density_cell_area_mw_per_mm2=400
export IMPL_postLayoutSetupSlackWorst_ns=1.05
export IMPL_dieArea_sq_mm=0.00622
export IMPL_use_met2=0.147
export IMPL_route_final_wire_length_um=2740
export IMPL_maxCapViolations=0
export IMPL_number_of_global_route_vias_before_repair=1096
export IMPL_gr_usage_all_layers=0.101
export IMPL_synth_cell_type_count=35
export IMPL_floorplan_rows=27
export IMPL_async_flop_share=1.00
## cell type report
type                            instances  area, sq um
Inverter                                8         30.0
Multi-Input combinational cell        112          752
Timing Repair Buffer                   19          180
Clock inverter                          1         5.00
Sequential cell                        39          976
Clock buffer                            7         76.3
Fill cell                             567         3500
Tap cell                               72         90.1
## cells in the final DEF, fill, tap and decap left out, drive strengths merged
cell,instances
mux2i,2
a31o,1
nand3,14
a41o,1
ha,2
and4,2
o211ai,2
nor4,2
nor2,12
nor2b,5
dfrtp,39
nor3b,1
clkdlybuf4s50,16
clkbuf,7
a21oi,7
xnor2,9
nand2b,2
and3,1
or2,1
or3,2
clkinv,1
nand4,1
buf,3
nand3b,1
and4bb,1
or3b,1
inv,8
nand2,13
mux2,5
o21ai,8
a22o,5
or4,1
xor2,8
nor4b,1
a41oi,1
## logic make-up (layout without fill, tap and decap cells)
logic type,after synthesis,in the layout,synth area share
simple gates,61,61,0.190
buf+inv,10,35,0.0254
compound gates,25,25,0.0910
flops,39,39,0.550
fa+ha+maj,2,2,0.0141
mux,7,7,0.0452
xor+xnor,17,17,0.0840
## through the flow
stage / cell area, sq um / hold WS (ns) / power [W]
after floorplan: 1770 / 0.324 / 0.000519
after global placement: 2030 / 0.460 / 0.000530
after detailed placement: 2030 / 0.469 / 0.000530
after CTS: 2110 / 0.341 / 0.000866
after global routing: 2110 / 0.379 / 0.000887
final: 2110 / 0.326 / 0.000843
## sequential cells by signal (all words and copies together) (netlist names)
name / count
cn3.tmp2: 11
cn2.tmp2: 8
cn0.out0: 4
cn1.out1: 4
cn1.tmp2: 4
cn2.out2: 4
cn3.out3: 4
## where the power goes
part	switching, W	total (W)	internal, W
clock network	0.000166	0.000324	0.000158
registers	0	0.000509	0.000509
logic	0.00000952	0.0000108	0.00000127
## worst max-delay path, stage by stage (launching register included)
cell and delay [ns]:
sky130_fd_sc_hd__dfrtp_1 0.39, sky130_fd_sc_hd__ha_1 0.21, sky130_fd_sc_hd__or3b_1 0.37, sky130_fd_sc_hd__nor4_2 0.38, sky130_fd_sc_hd__buf_4 0.24, sky130_fd_sc_hd__nand2_2 0.06
sky130_fd_sc_hd__mux2_4 0.29
## metal layers
metal	routed length (um)	share of wire
met2	1160	0.42
met1	1430	0.52
met4	30	0.011
met3	113	0.041
met5	0	0
## worst max-delay path by stage
stage | startpoint | end | slack [ns] | depth (start not counted)
4_1_cts | cn2.tmp2[0] | cn2.out2[1] | 1.05 | 6
5_1_grt | cn2.tmp2[0] | cn2.out2[1] | 0.90 | 6
6_report | cn2.tmp2[0] | cn2.out2[1] | 1.05 | 6
Power is estimated from default activity; no workload was simulated.
